### config.mk
export PLATFORM = sky130hd
export DESIGN_NAME = simple8BitProcessor
export DESIGN_NICKNAME = simple8BitProcessor
export VERILOG_FILES = /design/flow/design.v
export SDC_FILE = /design/flow/constraint.sdc
export NUM_CORES = 4
export LEC_CHECK = 1
export CORE_UTILIZATION = 40
### constraint.sdc
current_design simple8BitProcessor

set clk_period 5.6
set clk_io_pct 0.2

create_clock -name clk0 -period $clk_period [get_ports {clock}]

set non_clock_inputs [all_inputs -no_clocks]
set_input_delay [expr $clk_period * $clk_io_pct] -clock clk0 $non_clock_inputs
set_output_delay [expr $clk_period * $clk_io_pct] -clock clk0 [all_outputs]
### design.v
`timescale 1ns / 1ps
module ALU(
    input [7:0] parmA,
    input [7:0] parmB,
    input [2:0] AluSrc,
    output reg [7:0] result
    );
    always @(*) 
        case(AluSrc)
            3'b000: result = parmA + parmB;  
            3'b001: result = parmA - parmB;  
            3'b010: result = parmA & parmB;  
            3'b011: result = parmA | parmB;  
            3'b100: result = parmA ^ parmB;  
            default: result = 8'b00000000;         
        endcase
endmodule
`timescale 1ns / 1ps
module MUX3(
    input [7:0] in1,       
    input [7:0] in2,       
    input [7:0] in3,       
    input [7:0] inpu4,     
    input [1:0] ctr,       
    output reg [7:0] out   
    );
    always @(*)
        case(ctr)
            2'b00: out = in1;     
            2'b01: out = in2;     
            2'b10: out = in3;     
            2'b11: out = inpu4;   
        endcase
endmodule
`timescale 1ns / 1ps
module controlUnit(
  input [2:0] opCode,
  output reg registerWriteEnable,
  output [2:0] operationType,
  output [1:0] destinationSource);
  reg [5:0] ctrlSignals;
  assign {registerWriteEnable, operationType, destinationSource} = ctrlSignals;
  always @(*)
    case(opCode)        
      3'b000: ctrlSignals = 6'b1_000_00;  
      3'b001: ctrlSignals = 6'b1_000_01;  
      3'b010: ctrlSignals = 6'b1_000_10;  
      3'b011: ctrlSignals = 6'b1_001_10;  
      3'b100: ctrlSignals = 6'b1_010_10;  
      3'b101: ctrlSignals = 6'b1_011_10;  
      3'b110: ctrlSignals = 6'b1_100_10;  
      3'b111: ctrlSignals = 6'b0_000_11;  
      default: ctrlSignals = 6'b000000;   
    endcase
endmodule
`timescale 1ns / 1ps
module dataPath(
    input [7:0] dataIn,        
    input [2:0] Rx,            
    input [2:0] Ry,            
    output [7:0] dataOut,      
    input [2:0] addsub,        
    input [1:0] destSrc,       
    input regWrite,            
    input clock                
    );
	wire [7:0] dataA,  dataB, dataW, result; 
	assign dataOut = dataW;
	regFile RF(Ry, Rx, Rx, regWrite, dataA, dataB, dataW, clock);
	ALU   AS(dataB, dataA, addsub, result);
	MUX3  mux(dataIn, dataA, result, dataB, destSrc, dataW);
endmodule
`timescale 1ns / 1ps
module regFile #(parameter AddressSize = 3, WordSize = 8 )(   
    input [AddressSize-1:0] ra,   
    input [AddressSize-1:0] rb,   
    input [AddressSize-1:0] rw,   
    input RegWr, 				 
    output [WordSize-1:0] dataA,
    output [WordSize-1:0] dataB,
    input  [WordSize-1:0] dataW,
    input clk
    );
  reg [WordSize-1:0] rf[0:(1<<AddressSize)-1];   
	initial begin
		rf[0] = 8'h00;
		rf[1] = 8'h00;
		rf[2] = 8'h00;
		rf[3] = 8'h00;
		rf[4] = 8'h00;
		rf[5] = 8'h00;
		rf[6] = 8'h00;
		rf[7] = 8'h00;
	end
  always @(posedge clk)
     if (RegWr) rf[rw] <= dataW;	
  assign dataA = rf[ra];   
  assign dataB = rf[rb];
endmodule
`timescale 1ns / 1ps
module simple8BitProcessor(
    input  [7:0] dataIn,
    output [7:0] dataOut,
	 input  [8:0] func,
	 input  clock
    );
	 wire [2:0] opCode = func[8:6];
	 wire [2:0] Rx = func[5:3];
	 wire [2:0] Ry = func[2:0];
	 wire [2:0]addsub;
	 wire [1:0] destSrc;
	 wire regWrite;
	 controlUnit CU(opCode, regWrite, addsub, destSrc);
	 dataPath    DP(dataIn, Rx, Ry, dataOut, addsub, destSrc, regWrite, clock);
endmodule
### run.sh
#!/bin/bash
# OpenROAD 26Q1-2900-gdf79404cd8, Yosys 0.63+post, stock flow scripts
make -C /OpenROAD-flow-scripts/flow DESIGN_CONFIG=/design/flow/config.mk WORK_HOME=/design/flow/orfs finish
==> run notes <==
Reports from this run.

- The cell with the biggest individual delay on the critical path is sky130_fd_sc_hd__mux4_2.
- The TritonCTS clock tree reads built.
- Of the cells placed in the final design, the portion with a size suffix greater than 1 is 0.385.
- At the pin with the least slew margin, the transition time is 0.641 ns.
- The period utilization is 0.969.
- The highest clock frequency the design can meet reads 184 MHz.
- The number of buffers on the longest clock path reads 2.
- The stage delay of the slowest cell on the critical path reads 0.52 ns.
- For this design, the CTS-stage hold fixing added 0 buffers.
- The wire length of the first global-routing pass reads 18.6 mm.
- The global route total overflow reads 0.
- The buffer-and-inverter tally for the worst setup path is 4.
- The final max-slew violation count reads 0.
- Clock skew on the completed layout was measured at 0.00337 ns.
- Clock tree synthesis inserted a total of 9 buffers.
- The time the worst path needs with I/O delays and setup reads 5.43 ns.
- The initial utilization of the core area, before any placement, comes to 0.409.
- The report lists the cells along the critical path as buf_6 > buf_16 > o21ai_0 > mux4_2 > ha_4 > nor2_2 > a21o_1 > ha_1 > a21o_1 > a21oi_2 > o211a_1 > o22a_1 > o221ai_1 > o211ai_1 > a222oi_1 > buf_4 > buf_2.
- The tally of OpenROAD warnings is 34.
- Compared with the post-synthesis result, the final layout area differs by 35.3%.
- The largest voltage drop on the vdd net reads 0.223 mV.
- The routed design shows a wire length per standard cell of 17.5 µm.
- The initial antenna violation count is 0.
- The capturing element type of the critical path reads an output pin.
- The floorplan step set the die height to 107 µm.
- The die is 107 µm wide.
- The root buffer selected by CTS is sky130_fd_sc_hd__clkbuf_8.
- The floorplan has 38 rows.
- The via count of the first global-routing pass came to 3,767.
- The reg-to-reg startpoint reads DP.RF.rf[7][0].
- The area figure in the yosys stat output reads 4420 µm².
- The sum of routed wire length over all layers reads 11.3 mm.
- Ranked by flip-flop count, first place goes to DP.RF.rf.
- The static leakage power reads 2.39 nW.
- The cell count after synthesis is 378.
- The type of origin of the critical path is a primary input.
- The overall via count from detail_route reads 3,524.
- In this run the tightest slew margin relative to its limit is 0.569.
- The worst hold path belongs to the class reg2reg.
- The total global routing track utilization reads 0.229.
- For this run, the detailed router reports a per-instance via density of 5.45.
- Entering global routing, the biggest net connects 30 pins.
- The worst-case reg-to-reg path depth reads 16.
- For this run, the register share of the synthesized area comes to 0.435.
- Yosys reported a register bit count of 64.
- The top-level I/O count is 26.
- Of all flip-flops after synthesis, the portion carrying an async set or reset was 0.
- The cell depth of the worst min-delay path reads 9.
- The number of hold-slack violations in the final timing report is 0.
- The report shows a maximum critical-path fanout of 10.
- Setup repair after global routing left no endpoint under its margin.
- The post-detailed-route DRC marker count is 0.
- The post-synthesis average cell area reads 11.7 µm².
- The number of flip-flops in the largest register is 64.
- The primary flip-flop cell chosen by synthesis mapping reads sky130_fd_sc_hd__edfxtp_1.
- The number of port buffers is 25.
- The design draws 0.00151 W.
- Per the run summary, max-cap violations total 0.
- The DRC violation total after the first TritonRoute iteration reads 176.
- The minimum setup slack after placement is -0.852 ns.
- The netlist area before placement reads 4420 µm².
- The total of endpoints with negative setup slack in the final report reads 0.
- The count of TritonRoute iterations in the first routing pass is 5.
- The worst endpoint required time reads 4.48 ns.
- The flow ran to the end, and the final reports show no timing, DRC or antenna violations.
- The critical hold path startpoint reads DP.RF.rf[0][6].
- STA puts the critical path data arrival time at 4.31 ns.
- The critical path's most frequent cell is sky130_fd_sc_hd__a21o_1.
- The power density over cell area is 253 nW/µm².
- The endpoint of the most critical register-to-register path reads DP.RF.rf[5][7].
- The H-tree depth is 3.
- As reported, the later end of the worst-skew pair has a clock insertion delay of 0.33 ns.
- The number of enable flip-flop cells reads 64.
- The number of clock sinks came to 64.
- Nets still carrying antenna violations after routing amount to 0.
- The count of instantiated cells in the yosys netlist is 378.
- The smallest setup slack after layout reads 0.174 ns.
- The reg-to-reg setup timing slack reads 1.99 ns.
- STA shows the worst min-delay path finishing at DP.RF.rf[3][6].
- The number of warnings issued by yosys is 4.
- The largest registers in the layout are DP.RF.rf (64).
- The synthesized netlist contains 60 unique library cells.
- The routability congestion estimate from global placement is 0.913.
- The floorplan die area reads 11,500 µm².
- The core area is 10,800 µm².
- The kind of cell with the highest combined delay along the critical path is AND-OR/OR-AND gates.
- The clock slew seen by the registers of the worst setup and hold paths reads 0.06 ns.
- Looking at the setup timing report, the critical path kind is in2out.
- Detailed placement finished with a half-perimeter wire length of 8.57 mm.
- The antenna diode count reads 0.
[per-stage QoR]
stage	hold WS (ns)	instances	util	instance area [µm²]	TNS [ns]
after floorplan	1.08	378	-	4420	0
after CTS	1.46	649	0.553	5970	0
after global placement	1.43	617	0.511	5520	-3.90
after detailed placement	1.46	617	0.511	5520	-3.84
final	1.45	647	0.554	5980	0
after global routing	1.53	647	0.554	5980	0
[synth_stat cells (all sizes together), types with 6 or more instances]
| master | instances | area [µm²] |
|---|---|---|
| clkbuf | 8 | 30.0 |
| a21oi | 22 | 110 |
| mux4 | 21 | 473 |
| xnor2 | 8 | 70.1 |
| nor2b | 6 | 37.5 |
| mux2 | 8 | 90.1 |
| ha | 24 | 300 |
| nor2 | 35 | 131 |
| nor3 | 8 | 40.0 |
| mux2i | 21 | 260 |
| o21ai | 15 | 75.1 |
| edfxtp | 64 | 1920 |
| nand2 | 22 | 82.6 |
| a211oi | 6 | 50.1 |
| buf | 14 | 81.3 |
| nand2b | 8 | 50.1 |
| inv | 26 | 97.6 |
[layout make-up]
class | count | area [µm²]
Fill cell | 876 | 4810
Multi-Input combinational cell | 264 | 2420
Sequential cell | 64 | 1920
Timing Repair Buffer | 135 | 1180
Tap cell | 140 | 175
Clock buffer | 10 | 128
Inverter | 28 | 108
Clock inverter | 6 | 50.0
[cell usage in the layout (no fill, tap or decap), types with 4 or more instances in the layout]
cell	Yosys	final
sky130_fd_sc_hd__mux2i_1	17	17
sky130_fd_sc_hd__o21ai_1	7	5
sky130_fd_sc_hd__nor2_1	35	33
sky130_fd_sc_hd__inv_1	22	19
sky130_fd_sc_hd__a22oi_1	4	4
sky130_fd_sc_hd__mux4_2	21	21
sky130_fd_sc_hd__o211ai_1	5	5
sky130_fd_sc_hd__nor3_1	8	8
sky130_fd_sc_hd__clkbuf_8	0	9
sky130_fd_sc_hd__a21o_1	4	4
sky130_fd_sc_hd__buf_12	0	5
sky130_fd_sc_hd__o21ai_2	0	4
sky130_fd_sc_hd__clkinv_1	2	6
sky130_fd_sc_hd__mux2i_4	4	4
sky130_fd_sc_hd__a211oi_1	5	4
sky130_fd_sc_hd__buf_4	1	102
sky130_fd_sc_hd__edfxtp_1	64	64
sky130_fd_sc_hd__xnor2_1	8	8
sky130_fd_sc_hd__ha_1	24	20
sky130_fd_sc_hd__o21ai_0	8	6
sky130_fd_sc_hd__mux2_2	7	4
sky130_fd_sc_hd__clkdlybuf4s50_1	0	15
sky130_fd_sc_hd__inv_2	4	6
sky130_fd_sc_hd__nand2_1	22	22
sky130_fd_sc_hd__nand2b_1	8	8
sky130_fd_sc_hd__a21oi_1	22	15
sky130_fd_sc_hd__a21oi_2	0	7
[worst register-to-register path, cell delays in order (launching register included)]
cell,delay [ns]
sky130_fd_sc_hd__edfxtp_1,0.43
sky130_fd_sc_hd__mux4_2,0.49
sky130_fd_sc_hd__mux2_4,0.29
sky130_fd_sc_hd__inv_4,0.07
sky130_fd_sc_hd__ha_4,0.12
sky130_fd_sc_hd__nor2_2,0.03
sky130_fd_sc_hd__a21o_1,0.18
sky130_fd_sc_hd__ha_1,0.29
sky130_fd_sc_hd__a21o_1,0.13
sky130_fd_sc_hd__a21oi_2,0.06
sky130_fd_sc_hd__o211a_1,0.23
sky130_fd_sc_hd__o22a_1,0.21
sky130_fd_sc_hd__or2_1,0.22
sky130_fd_sc_hd__o211ai_1,0.18
sky130_fd_sc_hd__a222oi_1,0.11
sky130_fd_sc_hd__buf_4,0.17
sky130_fd_sc_hd__buf_4,0.15
[power breakdown]
part | internal, W | leakage (nW) | switching (W)
Clock | 0.000198 | 0.0902 | 0.000153
Combinational | 0.000299 | 1.72 | 0.000268
Sequential | 0.000582 | 0.586 | 0.0000118
Total | 0.00108 | 2.39 | 0.000433
[cells by family after synthesis]
| family | share of synthesized area |
|---|---|
| xor+xnor | 0.0198 |
| buf+inv | 0.0490 |
| mux | 0.186 |
| compound gates | 0.135 |
| simple gates | 0.103 |
| fa+ha+maj | 0.0725 |
| flops | 0.435 |
[worst max path at each step]
stage / start / endpoint / slack, ns / cells after the start
final: func[2] / dataOut[7] / 0.17 / 17
after global routing: func[1] / dataOut[7] / 0.008 / 17
after CTS: func[1] / dataOut[4] / 0.01 / 19
[routing by layer]
layer	vias to the layer above	GRT usage	routed length (µm)
li1	1687	-	-
met1	1665	0.296	4420
met2	150	0.355	5370
met3	22	0.125	1240
met4	0	0.0460	295
met5	-	0	0
[what timing repair did]
action	CTS	global route
pin swaps	31	9
endpoints found under the hold margin	0	0
setup buffers	14	1
cloned	2	0
endpoints found under the setup margin	7	6
resized	54	17
Power figures rest on the tool's default switching activity, not on a simulated workload.
